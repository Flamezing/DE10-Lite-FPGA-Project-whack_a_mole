==> /design/flow/design.v <==
module score_display (
    input  wire [15:0] score,   
    output wire [7:0]  hex0,    
    output wire [7:0]  hex1,    
    output wire [7:0]  hex2,    
    output wire [7:0]  hex3,    
    output wire [7:0]  hex4,    
    output wire [7:0]  hex5     
);
    wire [15:0] display_score;
    assign display_score = (score > 999) ? 16'd999 : score;
    wire [3:0] digit0;
    wire [3:0] digit1;
    wire [3:0] digit2;
    assign digit0 = display_score % 10;
    assign digit1 = (display_score / 10) % 10;
    assign digit2 = (display_score / 100) % 10;
    segment_decoder u0 (.digit(digit0), .seg_out(hex0));
    segment_decoder u1 (.digit(digit1), .seg_out(hex1));
    segment_decoder u2 (.digit(digit2), .seg_out(hex2));
    assign hex3 = 8'hFF;
    assign hex4 = 8'hFF;
    assign hex5 = 8'hFF;
endmodule
module segment_decoder (
    input  wire [3:0] digit,
    output reg  [7:0] seg_out
);
    always @(*) begin
        case (digit)
            4'h0: seg_out = 8'b11000000;  
            4'h1: seg_out = 8'b11111001;  
            4'h2: seg_out = 8'b10100100;  
            4'h3: seg_out = 8'b10110000;  
            4'h4: seg_out = 8'b10011001;  
            4'h5: seg_out = 8'b10010010;  
            4'h6: seg_out = 8'b10000010;  
            4'h7: seg_out = 8'b11111000;  
            4'h8: seg_out = 8'b10000000;  
            4'h9: seg_out = 8'b10010000;  
            default: seg_out = 8'b11111111;  
        endcase
    end
endmodule
==> /design/flow/run.sh <==
#!/bin/bash
# OpenROAD 26Q1-2900-gdf79404cd8, Yosys 0.63+post, stock flow scripts
make -C /OpenROAD-flow-scripts/flow DESIGN_CONFIG=/design/flow/config.mk WORK_HOME=/design/flow/orfs finish
==> /design/flow/config.mk <==
export PLATFORM = sky130hd
export DESIGN_NAME = score_display
export DESIGN_NICKNAME = score_display
export VERILOG_FILES = /design/flow/design.v
export SDC_FILE = /design/flow/constraint.sdc
export NUM_CORES = 4
export LEC_CHECK = 1
export CORE_UTILIZATION = 30
==> /design/flow/constraint.sdc <==
current_design score_display

set clk_period 18.7
set clk_io_pct 0.2

create_clock -name clk0 -period $clk_period

set non_clock_inputs [all_inputs -no_clocks]
set_input_delay [expr $clk_period * $clk_io_pct] -clock clk0 $non_clock_inputs
set_output_delay [expr $clk_period * $clk_io_pct] -clock clk0 [all_outputs]
==> flow_metrics.tcl <==
# collected from the flow reports
set metrics [dict create \
    grt_overflow 0 \
    grt_setup_unrepaired "false" \
    core_area_um2 9371 \
    p_clk_share_pct 0 \
    start_kind "primary input" \
    gp_congestion 0.9172 \
    setup_viol_count_final 0 \
    power_mw 0.04896 \
    synth.avg_cell_area_um2 6.877 \
    drtIter0Drc 249 \
    yosys_warnings 1 \
    fin_area_um2 3264 \
    crit_path_frequent_cell "nor2_1" \
    drc 0 \
    placed_area_um2 3264 \
    timing.setup.tns_ns 0 \
    syn_inst 429 \
    port_buffers 37 \
    die-area_um2 10240 \
    fp_util_pct 31.48 \
    maxSlewViolCount 0 \
    wl_mm 7.974 \
    final-comb-area_um2 2616 \
    slowest_stage "clkdlybuf4s50_1" \
    ys_chip_area_um2 2950 \
    cts.repair.resized 0 \
    setup_slack_ns 4.795 \
    ios 64 \
    nFlopsAndLatches 0 \
    antenna_cells 0 \
    path_buffers 3 \
    ctsHoldBuffers 0 \
    period_minus_slack_ns 13.90 \
    area_growth_pct 10.64 \
    die_h_um 101.2 \
    grt_antenna_before_repair 0 \
    path_cells "clkdlybuf4s50_1 -> or3b_1 -> o2111ai_1 -> o21a_1 -> nor2_1 -> o31ai_1 -> a21oi_1 -> nor2_1 -> ha_1 -> nor3b_1 -> o41ai_2 -> a31oi_1 -> a31oi_2 -> a31oi_4 -> inv_2 -> xnor2_1 -> ha_1 -> nor2_1 -> a211o_1 -> a311oi_1 -> clkdlybuf4s50_1" \
    ys_types 95 \
    hp-class "primary input to output pin" \
    fillCellCount 1004 \
    common_cells "nor2_1, nand2_1, buf_4" \
    pwr_density_cell_nw_per_um2 15.00 \
    syn-cell-area_um2 2950 \
    power_frac_comb_pct 100.0 \
    swShare_pct 57.35 \
    drtAntennaViolNets 0 \
    routed-via-count 3213 \
    finalHoldViolations 0 \
    log.warning_count 46 \
    relSlewSlack_pct 38.24 \
    postCtsSetupBuffers 0 \
    fin_crit_sh_pct 74.36 \
    maxCapViolCount 0 \
    status "complete, no violations" \
    avgRoutedWirePerCell_um 13.99 \
    post-dp-hpwl_mm 5.972 \
    worstSetupEndpointType "output pin" \
    most_common_cell "nor2_1" \
    cp.arrival_ns 10.16 \
    grt_pass1_wl_mm 13.63 \
    crit_family "AND-OR/OR-AND gates" \
    top_area_cell "ha_1" \
    ir_worst_vdd_v 0.000007156 \
    path_max_fanout 31 \
    p_leak_nw 1.173 \
    sequentialPowerShare_pct 0 \
    synth_top_area_share_pct 8.906 \
    yosys.stat.seqShare_pct 0 \
    tightestPinTransition_ns 0.9167 \
    viasPerCell 5.637 \
    path_class "primary input to output pin" \
    p_sw_mw 0.02808 \
    critical_path_required_ns 14.96 \
    drive_above_1_share_pct 10.43 \
    crit_path_max_incr_delay_ns 1.02 \
    grt_max_degree 36 \
    place_ws_ns 4.914 \
    rows 35 \
    die_w_um 101.2 \
    clockBufferCount 0 \
    grt_use_total_pct 15.98 \
    grt_pass1_vias 2899 \
    ys_cells 429 \
    first_pass_iters 5 \
    p_int_mw 0.02088 \
    fmax_mhz 71.92 \
    topCellsByArea "ha_1, buf_4, nor2_1" \
    seq_area_um2 0 \
]
==> cells by family (layout without fill, tap and decap cells) <==
group / count (synthesis) / in the layout / share of synthesized area [%]
simple gates: 162 / 162 / 29.77
other cells: 1 / 27 / 0.1271
xor+xnor: 7 / 7 / 2.078
buf+inv: 78 / 64 / 14.63
mux: 13 / 13 / 4.919
compound gates: 145 / 145 / 38.89
fa+ha+maj: 23 / 23 / 9.584
==> cell usage in the layout, fill, tap and decap left out, types with 5 or more instances in the layout <==
| cell type | netlist | final |
|---|---|---|
| nor2_1 | 40 | 40 |
| clkdlybuf4s50_1 | 0 | 37 |
| nand2_1 | 31 | 31 |
| a21oi_1 | 27 | 27 |
| conb_1 | 1 | 27 |
| o21ai_0 | 22 | 22 |
| ha_1 | 21 | 21 |
| inv_1 | 20 | 20 |
| nor3_1 | 19 | 19 |
| nand3_1 | 11 | 11 |
| o21a_1 | 8 | 8 |
| o211ai_1 | 8 | 8 |
| nor4_1 | 8 | 8 |
| xnor2_1 | 7 | 7 |
| mux2i_1 | 7 | 7 |
| a211oi_1 | 7 | 7 |
| o31ai_1 | 6 | 6 |
| a31oi_1 | 6 | 6 |
| nand4_1 | 5 | 5 |
==> through the flow <==
step / util, % / instances / hold slack (ns)
4_1_cts: 34.83 / 570 / 8.850
5_1_grt: 34.83 / 570 / 8.928
3_3_place_gp: 34.83 / 570 / 8.834
3_5_place_dp: 34.83 / 570 / 8.845
2_1_floorplan: - / 455 / 7.773
6_report: 34.83 / 570 / 8.836
==> final timing paths <==
| path | cells after the start | to | slack, ns | startpoint |
|---|---|---|---|---|
| setup / recovery | 21 | hex0[6] | 4.80 | score[7] |
| hold / removal | 5 | hex0[6] | 8.84 | score[1] |
==> layer usage <==
| layer | vias up | GRT usage [%] | wire (µm) |
|---|---|---|---|
| li1 | 1596 | - | - |
| met1 | 1473 | 24.04 | 3877 |
| met2 | 135 | 25.64 | 3536 |
| met3 | 9 | 1.891 | 528 |
| met4 | 0 | 1.003 | 31 |
| met5 | - | 0 | 0 |
==> power groups by stage <==
stage | Combinational, mW | Clock (mW) | Sequential, mW
4_1_cts | 0.0483 | 0 | 0
6_report | 0.0490 | 0 | 0
5_1_grt | 0.0542 | 0 | 0
==> cell type report <==
class | instances | share of cell area [%]
inverters | 23 | 2.645
multi-input cells | 377 | 80.15
well taps | 129 | 4.944
repair buffers | 41 | 12.27
==> tightest hold or removal path: stages <==
cell             delay, ns
clkdlybuf4s50_1       0.46
or3_1                 0.27
xnor2_1               0.15
a311oi_1              0.09
clkdlybuf4s50_1       0.39
Power is estimated from default activity; no workload was simulated.
